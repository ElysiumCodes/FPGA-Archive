## flow/design.v

```verilog
module seq_detector_1010(
    input clk, rst_n, x, 
    output reg z
);
  parameter A = 3'b000;  
  parameter B = 3'b001;  
  parameter C = 3'b010;  
  parameter D = 3'b011;  
  parameter E = 3'b100;  
  reg [2:0] state, next_state;
  always @(posedge clk or negedge rst_n) begin
    if (!rst_n) 
      state <= A;
    else 
      state <= next_state;
  end
  always @(*) begin
    case (state)
      A:  next_state = (x) ? B : A;  
      B:  next_state = (x) ? B : C;  
      C:  next_state = (x) ? D : A;  
      D:  next_state = (x) ? B : E;
      E:  next_state = A;            
      default: next_state = A;
    endcase
  end
  always @(posedge clk or negedge rst_n) begin
    if (!rst_n) 
      z <= 0;
    else 
      z <= (state == E) ? 1 : 0;  
  end
endmodule
```

## flow/run.sh

```bash
#!/bin/bash
# OpenROAD 26Q1-2900-gdf79404cd8, Yosys 0.63+post, stock flow scripts
make -C /OpenROAD-flow-scripts/flow DESIGN_CONFIG=/design/flow/config.mk WORK_HOME=/design/flow/orfs finish
```

## flow/config.mk

```make
export PLATFORM = sky130hd
export DESIGN_NAME = seq_detector_1010
export DESIGN_NICKNAME = seq_detector_1010
export VERILOG_FILES = /design/flow/design.v
export SDC_FILE = /design/flow/constraint.sdc
export NUM_CORES = 4
export LEC_CHECK = 1
export CORE_AREA = 10 10 70 70
export DIE_AREA = 0 0 80 80
```

## flow/constraint.sdc

```tcl
current_design seq_detector_1010

set clk_period 1.5
set clk_io_pct 0.2

create_clock -name clk0 -period $clk_period [get_ports {clk}]

set non_clock_inputs [all_inputs -no_clocks]
set_input_delay [expr $clk_period * $clk_io_pct] -clock clk0 $non_clock_inputs
set_output_delay [expr $clk_period * $clk_io_pct] -clock clk0 [all_outputs]
```

==> impl_metrics.env <==
# flow metrics
export IMPL_yosys_area_um2=193
export IMPL_swShare=0.205
export IMPL_cp_arrival_ns=1.01
export IMPL_power_density_nw_per_um2=1180
export IMPL_cts_root_buf="clkbuf_4"
export IMPL_cts_reportedPaths_clkPinSlew_ns=0.05
export IMPL_end_kind="output port"
export IMPL_io_buffers=3
export IMPL_fmax_mhz=763
export IMPL_worstMarginPinSlew_ns=0.259
export IMPL_crit_family="buffers and inverters"
export IMPL_clkPwrFrac=0.449
export IMPL_diodes=0
export IMPL_combGateArea_um2=41.3
export IMPL_cts_setup_buffers=0
export IMPL_cts_hold_repair_buffers=0
export IMPL_grt_first_pass_wirelength_um=621
export IMPL_ant_nets=0
export IMPL_finalMaxSlewViolations=0
export IMPL_fin_total_pwr_mw=0.361
export IMPL_startpoint_type="flip-flop"
export IMPL_period_needed_ns=1.31
export IMPL_slowest_delay_ns=0.46
export IMPL_grt_remaining_overflow=0
export IMPL_critical_path_class="flip-flop to output port"
export IMPL_r2r_start="state[3]"
export IMPL_reg2reg_setup_slack_ns=0.73
export IMPL_fin_ws_ns=0.189
export IMPL_grt_setup_unrepaired="no"
export IMPL_max_cap_violations=0
export IMPL_cell_internal_pwr_mw=0.287
export IMPL_avgViaCountPerCell=1.68
export IMPL_cts_buffers=3
export IMPL_final_cell_mix="dfrtp_1 (5), clkbuf_4 (3), clkdlybuf4s50_1 (3)"
export IMPL_lay_top_count="dfrtp_1"
export IMPL_yosys_stat_seqShare=0.786
export IMPL_ys_warn_count=1
export IMPL_place_ws_ns=0.400
export IMPL_cts_sinks=6
export IMPL_dr_pass1_iters=2
export IMPL_tritoncts="done"
export IMPL_reg2regPathDepth=1
export IMPL_syn_to_final_growth_pct=59.1
export IMPL_ios=4
export IMPL_min_path_type="input pin to async pin"
export IMPL_syn_inst=12
export IMPL_htree_num_levels=1
export IMPL_finalClockSkew_ns=0.00376
export IMPL_gp_congestion=0.693
export IMPL_finalSetupTns_ns=0
export IMPL_crit_slowest_cell="clkdlybuf4s50_1"
export IMPL_worstReg2RegEnd="state[3]"
export IMPL_tool_warnings=25
export IMPL_final_util=0.0897
export IMPL_die_x_um=80
export IMPL_cts_resized=0
export IMPL_clock_path_buffers=2
export IMPL_ir_worst_vdd_mv=0.205
export IMPL_syn_area_per_cell_um2=16.1
export IMPL_coreArea_um2=3420
export IMPL_yosysUniqueCellTypes=8
export IMPL_row_count=21
export IMPL_p_leak_nw=0.119
export IMPL_grt_util_all_layers=0.0144
export IMPL_clk_latency_ns=0.25
export IMPL_chip_area_um2=6400
export IMPL_syn_area_um2=193
export IMPL_ys_ff=6
export IMPL_vias=109
export IMPL_post_drt_wl_per_cell_um=5.35
export IMPL_seq_power_share=0.494
export IMPL_regArea_um2=151
export IMPL_die_y_um=80
export IMPL_yosys_cells=12
export IMPL_fp_utilization=0.0564
export IMPL_grt_start_max_net_pins=7
export IMPL_whs_ns=0.285
export IMPL_path_cells="clkdlybuf4s50_1"
export IMPL_antenna_found_initial=0
export IMPL_post_route_period_util=0.874
export IMPL_drc=0
export IMPL_cp_num_buf_inv=1
export IMPL_finalHoldViolations=0
export IMPL_drive_gt1_frac=0.263
export IMPL_slew_headroom=0.827
export IMPL_wl_um=348
export IMPL_power_switching_mw=0.0740
export IMPL_nFillCells=405
export IMPL_setup_viol=0
export IMPL_critPathRequiredTime_ns=1.20
export IMPL_grt_pass1_vias=132
export IMPL_worstPathMaxFanout=1
export IMPL_status="finished clean"
export IMPL_comb_power_share=0.057
export IMPL_drt_iter0_drc=2
[worst max path at each step]
stage	from	to	slack, ns	cells after the start
CTS	z	z	0.17	1
global route	z	z	0.14	1
finish	z	z	0.19	1
[sequential cells by signal, summed over array words and instances (netlist names)]
register / cells
state: 5
z: 1
[layer usage]
layer | global-route usage | up-vias | wire length [um]
met3 | 0.0273 | 0 | 109
met2 | 0.0136 | 8 | 96
met5 | 0 | - | 0
li1 | - | 53 | -
met1 | 0.0128 | 48 | 142
met4 | 0.00352 | 0 | 0
[cells in the mapped netlist, drive strengths merged]
master | number | area [um^2]
dfrtp | 5 | 125
nor2b | 2 | 15.0
and2 | 1 | 6.26
dfstp | 1 | 26.3
nor2 | 1 | 3.75
o21bai | 1 | 7.51
o31a | 1 | 8.76
[logic make-up after synthesis]
family,count (synthesis),share of synthesized area
compound gates,2,0.0844
flops,6,0.786
simple gates,4,0.130
[power by group through the flow]
stage,clock (mW),sequential [mW],combinational (mW)
CTS,0.171,0.178,0.0212
global route,0.181,0.179,0.0234
finish,0.162,0.178,0.0207
[final cells by class]
class | instances | share of cell area
multi-input combinational | 6 | 0.135
clock buffer | 4 | 0.0857
sequential | 6 | 0.494
tap | 46 | 0.188
timing repair buffer | 3 | 0.0980
[per-stage QoR]
stage,cells,area (um^2)
global placement,61,280
finish,65,307
global route,65,307
floorplan,12,193
detailed placement,61,280
CTS,65,307
