File: design/flow/run.sh
#!/bin/bash
# OpenROAD 26Q1-2900-gdf79404cd8, Yosys 0.63+post, stock flow scripts
make -C /OpenROAD-flow-scripts/flow DESIGN_CONFIG=/design/flow/config.mk WORK_HOME=/design/flow/orfs finish
File: design/flow/config.mk
export PLATFORM = sky130hd
export DESIGN_NAME = ram
export DESIGN_NICKNAME = ram
export VERILOG_FILES = /design/flow/design.v
export SDC_FILE = /design/flow/constraint.sdc
export NUM_CORES = 4
export LEC_CHECK = 1
export CORE_UTILIZATION = 30
File: design/flow/constraint.sdc
current_design ram

set clk_period 1.8
set clk_io_pct 0.2

create_clock -name clk0 -period $clk_period [get_ports {clk}]

set non_clock_inputs [all_inputs -no_clocks]
set_input_delay [expr $clk_period * $clk_io_pct] -clock clk0 $non_clock_inputs
set_output_delay [expr $clk_period * $clk_io_pct] -clock clk0 [all_outputs]
File: design/flow/design.v
module ram (
    input wire clk,             
    input wire we,              
    input wire [2:0] addr,      
    input wire [7:0] din,       
    output reg [7:0] dout       
);
    reg [7:0] mem [7:0];   
    always @(*) begin
        dout = mem[addr];
    end
    always @(posedge clk) begin
        if (we) 
            mem[addr] <= din;
    end
endmodule
==> job_summary.md <==
### Yosys + OpenROAD results

| Metric | Value |
|---|---|
| Worst setup path startpoint | mem[1][4] |
| Ratio of cells with drive above 1 in the final layout | 46.5% |
| Ys async rst share | 0% |
| CP max FO | 1 |
| Slew Limit Fails | 0 |
| Power Dens Cells | 1010 mW/mm2 |
| Top non-seq family | multiplexers |
| Num Clock Sinks | 64 |
| Worst Path Buf+Inv | 1 |
| Synth Instances | 121 |
| DP HPWL | 3000 um |
| Die height | 94.3 um |
| Max reg flops | 64 |
| Post-layout min period | 1.92 ns |
| Mux share | 16.8% |
| Num rows | 33 |
| CP max stage delay | 0.46 ns |
| Routed WL | 4990 um |
| Largest net degree at the start of global routing | 12 |
| Yosys warnings | 1 |
| Cell area after layout | 0.00338 mm2 |
| Final setup margin | -0.122 ns |
| TritonCTS Buffers | 9 |
| Max_cap viols | 0 |
| Post-Syn Area | 0.00255 mm2 |
| LEAKAGE | 1.20 nW |
| Tot Pwr | 0.00341 W |
| Die X | 94.3 um |
| Syn avg cell area | 21.1 um2 |
| Vias in the first global route | 1,556 |
| Worst Path Required | 1.44 ns |
| Critical Path AT | 1.56 ns |
| DRT iter0 DRCs | 58 |
| H-tree levels | 3 |
| GR Util All Layers | 13.2% |
| Status | finished, violations left |
| Root Buffer | clkbuf_8 |
| Fmax | 520 MHz |
| Post-Synth Simple-Gate Area | 3.53% |
| RSZ-0062 raised after global routing | yes |
| Cell family with most CP delay | multiplexers |
| Drt via density | 4.72 |
| Cell Chain, Critical Path | mux4_2 > mux2_4 > buf_2 |
| Initial Util | 31.1% |
| Die ar. | 0.00889 mm2 |
| EDFF count, synth | 64 |
| Adder share | 0% |
| Hold Violations, Final | 0 |
| Setup violations, final | 6 |
| Worst setup endpoint | dout[4] |
| Crit Path Category | flop to output pin |
| Worst slew pin tran | 0.335 ns |
| Worst path depth | 3 |
| VDD IR-drop max | 0.378 mV |
| Ys flop type | edfxtp_1 |
| Xor/xnor share | 0% |
| Placed Instance Area | 0.00306 mm2 |
| Synth Area in Compound Gates | 2.20% |
| Regs by FF count | mem (64) |
| Hold_ws | 0.755 ns |
| Clock slew at the register clock pins of the worst setup and hold paths | 0.07 ns |
| Synth flops | 64 |
| Clk buf depth | 2 |
| Min-delay worst type | input pin to flop |
| Core area | 0.00822 mm2 |
| Grt total ovfl | 0 |
| First-pass GRT wire length | 7960 um |
| CTS tree | built |
| Fin Setup TNS | -0.656 ns |
| DRC viols | 0 |
| Router iterations before antenna repair | 4 |
| Distinct cell type count of the synthesized netlist | 27 |
| Largest reg by FF count | mem |
| Yosys stat cell total | 121 |
| CP endpoint kind | output pin |
| I/O pin total | 21 |
| Failing checks | negative setup slack |
| Initial antenna violation count | 0 |
| Routed len/inst | 17.2 um |
| Final Cycle Share | 107% |
| Diode count | 0 |
| OpenROAD warnings | 28 |
| Synthesis area per yosys | 0.00255 mm2 |
| Area grow syn2layout | 32.3% |
| Synth Seq Share | 75.2% |
| Final antenna-violating net count | 0 |
| Crit-path slowest cell | mux4_2 |
| GPL Wtd Cong | 0.820 |
| Critical Path Start Type | flop |
| Routed via count | 1,368 |
| Buffers on Ports | 20 |
| Max_slew headroom | 77.5% |
## metrics by stage
step | util (%) | setup WS [ns] | instances
2_1_floorplan | - | -0.00849 | 121
3_3_place_gp | 37.2 | -0.898 | 264
3_5_place_dp | 37.2 | -0.904 | 264
4_1_cts | 41.0 | -0.142 | 290
5_1_grt | 41.1 | -0.198 | 290
6_report | 41.1 | -0.122 | 290
## placed cells by master, fill, tap and decap left out, drive strengths merged
cell / instances
a211o: 1
a21oi: 1
a22oi: 1
a311oi: 1
and3b: 1
buf: 45
bufinv: 3
clkbuf: 10
clkdlybuf4s15: 1
clkdlybuf4s50: 9
clkinv: 2
clkinvlp: 1
edfxtp: 64
inv: 1
mux2: 9
mux2i: 2
mux4: 12
nand2: 4
nand2b: 2
nand3: 2
nand3b: 1
nor2: 7
nor3: 2
o211a: 1
o211ai: 1
o221ai: 1
## power breakdown
group	total, W	switching [W]	leakage [nW]	internal [W]
logic	0.000278	0.000115	0.507	0.000163
registers	0.00170	0.0000102	0.581	0.00169
clock network	0.00143	0.000515	0.116	0.000915
total	0.00341	0.000640	1.20	0.00277
## layer usage
layer / GRT usage [%] / routed length (um) / vias to the layer above
met5: 0 / 0 / -
met4: 1.54 / 70 / 0
met3: 8.48 / 577 / 10
met2: 20.0 / 2320 / 68
met1: 17.1 / 2020 / 676
li1: - / - / 614
## cell families (layout without fill, tap and decap cells)
group,after synthesis,after routing
buffers and inverters,8,72
AOI/OAI and AO/OA,7,7
and+or+nand+nor,19,19
muxes,23,23
DFF,64,64
## synthesized netlist by cell type (2+ instances only)
cell type	instances	area share (%)
edfxtp_1	64	75
mux4_2	8	7.1
nor2_1	7	1.0
mux2_4	6	3.5
mux4_1	4	4.1
nand2_1	4	0.59
buf_2	3	0.59
mux2_2	2	0.88
mux2i_1	2	0.78
nand2b_1	2	0.49
nand3_1	2	0.39
nor3_1	2	0.39
## what timing repair did
item / CTS / global route
setup endpoints to repair: 14 / 8
buffers inserted: 8 / 1
hold endpoints to repair: 0 / 0
resized: 53 / 4
pin swaps: 4 / 3
cloned: 2 / 0
hold buffers: 0 / 0
## layout make-up
type	count	area, um2
fillers	698	4840
flip-flops and latches	64	1920
multi-input cells	49	589
repair buffers	55	499
well taps	105	131
clock buffers	10	128
clock inverters	6	108
inverters	1	3.75
## how the worst min path moves through the flow
stage | start | to | slack (ns) | cells after the start
4_1_cts | din[3] | mem[7][3] | 0.75 | 1
5_1_grt | din[3] | mem[2][3] | 0.77 | 1
6_report | din[3] | mem[2][3] | 0.75 | 1
Power figures rest on the tool's default switching activity, not on a simulated workload.
